[./design.v]
module async_transmitter(clk, TxD_start, TxD_data, TxD, TxD_busy);
input clk, TxD_start;
input [7:0] TxD_data;
output TxD, TxD_busy;
parameter ClkFrequency = 25000000;	 
parameter Baud = 115200; 
parameter RegisterInputData = 1;	 
parameter BaudGeneratorAccWidth = 16;
reg [BaudGeneratorAccWidth:0] BaudGeneratorAcc;
wire [BaudGeneratorAccWidth:0] BaudGeneratorInc = ((Baud<<(BaudGeneratorAccWidth-4))+(ClkFrequency>>5))/(ClkFrequency>>4);
wire BaudTick = BaudGeneratorAcc[BaudGeneratorAccWidth];
wire TxD_busy;
always @(posedge clk) if(TxD_busy) BaudGeneratorAcc <= BaudGeneratorAcc[BaudGeneratorAccWidth-1:0] + BaudGeneratorInc;
reg [3:0] state;
wire TxD_ready = (state==0);
assign TxD_busy = ~TxD_ready;
reg [7:0] TxD_dataReg;
always @(posedge clk) if(TxD_ready & TxD_start) TxD_dataReg <= TxD_data;
wire [7:0] TxD_dataD = RegisterInputData ? TxD_dataReg : TxD_data;
always @(posedge clk)
case(state)
	4'b0000: if(TxD_start)state <= 4'b0001;
	4'b0001: if(BaudTick) state <= 4'b0100;
	4'b0100: if(BaudTick) state <= 4'b1000;   
	4'b1000: if(BaudTick) state <= 4'b1001;   
	4'b1001: if(BaudTick) state <= 4'b1010;   
	4'b1010: if(BaudTick) state <= 4'b1011;   
	4'b1011: if(BaudTick) state <= 4'b1100;   
	4'b1100: if(BaudTick) state <= 4'b1101;   
	4'b1101: if(BaudTick) state <= 4'b1110;   
	4'b1110: if(BaudTick) state <= 4'b1111;   
	4'b1111: if(BaudTick) state <= 4'b0010;   
	4'b0010: if(BaudTick) state <= 4'b0011;   
	4'b0011: if(BaudTick) state <= 4'b0000;   
	default: if(BaudTick) state <= 4'b0000;
endcase
reg muxbit;
always @( * )
case(state[2:0])
	3'd0: muxbit <= TxD_dataD[0];
	3'd1: muxbit <= TxD_dataD[1];
	3'd2: muxbit <= TxD_dataD[2];
	3'd3: muxbit <= TxD_dataD[3];
	3'd4: muxbit <= TxD_dataD[4];
	3'd5: muxbit <= TxD_dataD[5];
	3'd6: muxbit <= TxD_dataD[6];
	3'd7: muxbit <= TxD_dataD[7];
endcase
reg TxD;
always @(posedge clk) TxD <= (state<4) | (state[3] & muxbit);   
endmodule
[./run.sh]
#!/bin/bash
# OpenROAD 26Q1-2900-gdf79404cd8, Yosys 0.63+post, stock flow scripts
make -C /OpenROAD-flow-scripts/flow DESIGN_CONFIG=/design/flow/config.mk WORK_HOME=/design/flow/orfs finish
[./config.mk]
export PLATFORM = sky130hd
export DESIGN_NAME = async_transmitter
export DESIGN_NICKNAME = async_transmitter
export VERILOG_FILES = /design/flow/design.v
export SDC_FILE = /design/flow/constraint.sdc
export NUM_CORES = 4
export LEC_CHECK = 1
export CORE_AREA = 10 10 96 96
export DIE_AREA = 0 0 106 106
[./constraint.sdc]
current_design async_transmitter

set clk_period 3.5
set clk_io_pct 0.2

create_clock -name clk0 -period $clk_period [get_ports {clk}]

set non_clock_inputs [all_inputs -no_clocks]
set_input_delay [expr $clk_period * $clk_io_pct] -clock clk0 $non_clock_inputs
set_output_delay [expr $clk_period * $clk_io_pct] -clock clk0 [all_outputs]
==> reports/results.ini <==
[final_timing]
setup_viol = 0
timing.final.crit_share_pct = 79.3
timing.fmax_mhz = 361
final_max_slew_viol_count = 0
fin_ws_ns = 0.726
fin_worst_skew_ns = 0.00220
layout_min_cycle_time_ns = 2.77
tns_ns = 0
hold_violations = 0
relSlewSlack_pct = 53.7
rsz0062_at_grt = no
worst_slew_pin_slew_ns = 0.694

[yosys]
ys.flops = 29
ys_cells = 95
synth_seq_share_pct = 64.0
yosysChipArea_um2 = 1350
synthTopCellsByCount = edfxtp_1, xnor2_1, a21oi_1, nand2_1, inv_1
ys.flop_type = edfxtp_1
ys_top_cells_by_area = edfxtp_1, xnor2_1, mux4_2, xor2_1, a21oi_1
synthesis.instances = 95
syn_area_per_cell_um2 = 14.2
netlist_area_um2 = 1350
yosysWarnings = 1
yosysTopAreaCell = edfxtp_1
synth-edff-count = 28
synthArstFlopShare_pct = 0
synth_cell_types = 37
synth_top_cell_by_count = edfxtp_1
synth_top_area_share_pct = 62.5

[drt]
final_antenna_net_count = 0
drc = 0
drtPass1Iterations = 3
routed_wl_um = 1990
drt_iter0_drc = 33
vias = 721
vias_per_cell = 3.45
wire_per_inst_um = 9.54
num_antenna_cells = 0

[grt]
grt_use_total_pct = 3.74
grt_max_degree = 19
grt_pass1_wl_um = 3490
grt_pass1_vias = 739
overflow = 0
antenna_found_initial = 0

[clock_network]
cts_tree = done
cts_buffer_depth = 2
cts_root_buf = clkbuf_8
post_cts_buffers = 0
clock_sinks = 29
path_clk_slew_ns = 0.06
cts_buffers = 5
clk_latency_ns = 0.27
cts_hold_buf = 0
ctsResizeCount = 0
h-tree-depth = 2

[job]
tool_warnings = 25
max_cap_viol_count = 0

[place]
hpwlAfterDp_um = 1440
place.detailed.instances = 202
numPortBuffers = 11
dp_slack_ns = 0.983
gp_congestion = 0.754
place_area_um2 = 1570

[power_and_ir_drop]
p_int_uw = 518
p_sw_uw = 112
seq_power_share_pct = 59.7
clkPwrFrac_pct = 38.7
power_leakage_uw = 0.000564
vdd_ir_drop_max_mv = 0.209
sw_frac_of_total_pct = 17.7
comb_power_share_pct = 1.5
p_per_area_nw_per_um2 = 384

[floorplanning]
core_um2 = 7210
fp.dieW_um = 106
fp-utilization_pct = 18.6
ioPinCount = 12
fp.dieArea_um2 = 11200
die_h_um = 106
rows = 31

[setup_path]
crit_type = reg -> out
cp_max_fo = 18
start_kind = register
worst_ep_arrival_time_ns = 2.07
endpoint_kind = output pin
critPathMaxStageDelay_ns = 0.53
cp.required_ns = 2.80
path_cells = nor4_1 -> inv_1 -> clkdlybuf4s50_1
critPathSlowestCell = clkdlybuf4s50_1

[layout]
final_cells = 209
syn2layout_area_growth_pct = 22.1
drive_above_1_share_pct = 15.5
design_area_um2 = 1640

[outcome]
status = finished clean

[min_path]
min_path_type = reg -> reg

worst max-delay path, delay by kind of cell (launching register included):
family / cells / cell delay, ns
buffers and inverters: 2 / 0.92
DFF: 1 / 0.51
and+or+nand+nor: 1 / 0.36
through the flow:
stage | power [µW] | hold WS [ns] | utilization [%]
after floorplan | 384 | 0.541 | -
after global placement | 393 | 0.561 | 21.7
after detailed placement | 393 | 0.568 | 21.7
after CTS | 639 | 0.582 | 22.8
after global routing | 657 | 0.607 | 22.8
final | 630 | 0.574 | 22.8
final cells by class:
class | count | area [µm²]
Clock buffer | 6 | 72.6
Clock inverter | 1 | 3.75
Fill cell | 795 | 5570
Inverter | 5 | 18.8
Multi-Input combinational cell | 58 | 453
Sequential cell | 29 | 861
Tap cell | 99 | 124
Timing Repair Buffer | 11 | 110
power by group through the flow:
stage	logic [µW]	registers, µW	clock network, µW
6_report	9.72	376	244
5_1_grt	10.5	376	271
4_1_cts	9.82	376	253
kinds of logic (layout without fill, tap and decap cells):
kind of cell | count (synthesis) | after routing | synth area share, %
xor gates and xnor gates | 13 | 13 | 9.58
buffers and inverters | 8 | 23 | 2.33
muxes | 3 | 3 | 4.09
DFF | 29 | 29 | 64.0
and+or+nand+nor | 27 | 27 | 12.2
adders and majority gates | 1 | 1 | 0.930
AOI/OAI and AO/OA | 14 | 14 | 6.88
placed cells by master, fill, tap and decap left out, types with 2 or more instances in the layout:
cell,count
a21oi_1,6
clkbuf_8,5
clkdlybuf4s50_1,11
edfxtp_1,28
inv_1,5
mux4_2,2
nand2_1,6
nand3_1,2
nor2_1,4
nor2b_1,2
nor4_1,2
xnor2_1,7
xor2_1,4
worst paths after layout:
kind	slack [ns]	cells after the start	to	from
worst max-delay path	0.73	3	TxD_busy	state[0]
worst min register to register	0.57	1	BaudGeneratorAcc[14]	BaudGeneratorAcc[14]
worst max register to register	1.65	3	state[0]	state[0]
worst min-delay path	0.57	1	BaudGeneratorAcc[14]	BaudGeneratorAcc[14]
per-layer routing:
layer	routed length [µm]	GRT usage (%)
met2	862	5.48
met5	0	0
met3	145	1.90
met1	935	4.88
met4	48	0.870
flip-flops by register name, indices dropped and copies added, names as in the netlist:
signal,flops
TxD_dataReg,8
BaudGeneratorAcc,16
TxD,1
state,4
Power is estimated from default activity; no workload was simulated.
