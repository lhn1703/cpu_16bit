===== flow/design.v =====
module hex_decoder (output [6:0] hex_output, input [3:0] bin_digit);
	reg [6:0] invertedHex;
	assign hex_output = ~invertedHex;  
	always @ (*) begin 
		case(bin_digit) 
			0:invertedHex = 7'h3F;	
			1:invertedHex = 7'h06;
			2:invertedHex = 7'h5B;
			3:invertedHex = 7'h4F;
			4:invertedHex = 7'h66;
			5:invertedHex = 7'h6D;
			6:invertedHex = 7'h7D;
			7:invertedHex = 7'h07;
			8:invertedHex = 7'h7F;
			9:invertedHex = 7'h67;
			10:invertedHex = 7'h77;
			11:invertedHex = 7'h7C;
			12:invertedHex = 7'h39;
			13:invertedHex = 7'h5E;
			14:invertedHex = 7'h79;
			15:invertedHex = 7'h71;
		endcase
end 
endmodule
module hex_display (
    output [6:0] HEX0, HEX1, HEX2, HEX3,
    input [15:0] result_reg
    );
    hex_decoder u0 (HEX0, result_reg[3:0]);
    hex_decoder u1 (HEX1, result_reg[7:4]);
    hex_decoder u2 (HEX2, result_reg[11:8]);
    hex_decoder u3 (HEX3, result_reg[15:12]);
endmodule

===== flow/run.sh =====
#!/bin/bash
# OpenROAD 26Q1-2900-gdf79404cd8, Yosys 0.63+post, stock flow scripts
make -C /OpenROAD-flow-scripts/flow DESIGN_CONFIG=/design/flow/config.mk WORK_HOME=/design/flow/orfs finish

===== flow/config.mk =====
export PLATFORM = sky130hd
export DESIGN_NAME = hex_display
export DESIGN_NICKNAME = hex_display
export VERILOG_FILES = /design/flow/design.v
export SDC_FILE = /design/flow/constraint.sdc
export NUM_CORES = 4
export LEC_CHECK = 1
export CORE_AREA = 10 10 77 77
export DIE_AREA = 0 0 87 87

===== flow/constraint.sdc =====
current_design hex_display

set clk_period 1.2
set clk_io_pct 0.2

create_clock -name clk0 -period $clk_period

set non_clock_inputs [all_inputs -no_clocks]
set_input_delay [expr $clk_period * $clk_io_pct] -clock clk0 $non_clock_inputs
set_output_delay [expr $clk_period * $clk_io_pct] -clock clk0 [all_outputs]

==> impl_metrics.toml <==
# generated from flow reports
[worst_setup_path]
cpMaxStageDelayCell = "ha_4"
cp-start-kind = "input port"
worst_path_largest_cell_delay_ns = 0.23
critPathRequiredTime_ns = 0.96
cp_num_buf_inv = 6
crit_start = "result_reg[13]"
crit_chain = "buf_8 -> inv_6 -> buf_12 -> ha_4 -> buf_4 -> buf_6 -> a211oi_1 -> buf_2"
crit_arrival_ns = 1.24
cp_max_fo = 3
crit_family = "buffers and inverters"
endpoint_kind = "primary output"
critical_path_class = "in2out"

[final_timing]
holdWs_ns = 0.832
slew_viol_final = 0
timing.final.crit_share = 1.23
min_period_ns = 1.48
rsz0062_at_grt = "yes"
hold_viol = 0
fin_ws_ns = -0.282
worst_pin_slew_ns = 0.233
setup_tns_ns = -4.10
finalSetupViolCount = 28
fmax_mhz = 675
relSlewSlack = 0.843

[logic_synthesis]
netlist_instances = 136
top_area_frac = 0.266
most_common_cell = "ha_1"
topCellsByArea = "ha_1 27%, nor2b_1 6.7%, o21ai_0 6.4%"
synth_stat.cells = 136
synth_chip_area_um2 = 940
yosysWarnings = 1
syn-cell-area_um2 = 940
yosysTopAreaCell = "ha_1"
common_cells = "20 x ha_1, 16 x nor2_1, 12 x inv_1, 12 x o21ai_0, 10 x nor2b_1"
synth_cell_type_count = 28
syn_area_per_cell_um2 = 6.91
ys_seq_share = 0

[status]
violations = "negative setup slack"
status = "finished, violations left"

[cells_and_area]
final_cell_area_mm2 = 0.00243
drive_gt1_frac = 0.740
stdcell_count = 287
syn_to_final_growth_pct = 158
design.seq.count = 0
final_core_util = 0.557
clock_buffers = 0
seqCellArea_um2 = 0

[place]
dp_cells = 265
preCtsSetupSlack_ns = -1.12
gp_congestion = 0.851
dpl_cell_area_mm2 = 0.00173
dp_hpwl_um = 2550
port_buffers = 44

[pwr]
total_power_uw = 857
power.density_mw_per_mm2 = 353
irDropWorstVdd_v = 0.000186
p_leak_nw = 1.07

[drt]
wl_per_cell_um = 13.9
drcViolationCount = 0
antenna_left = 0
routed-via-count = 1366
firstDrtPassIters = 4
vias_per_cell = 4.76
drt_iter0_markers = 44
wirelength_um = 4000
diodes = 0

[hold_path]
worstHoldStart = "result_reg[2]"
hp-class = "in2out"

[floorplan]
dieWidth_um = 87
die_y_um = 87
num_io_pins = 44
placementRows = 24
chipArea_mm2 = 0.00757
fp_util = 0.216
core_mm2 = 0.00435

[job]
warnings = 50
cap_violations = 0

[grt]
antenna_found_initial = 0
grt_pass1_vias = 1420
overflow = 0
grt_usage = 0.100
grt_max_degree = 9
grt_pass1_wl_um = 6690

[clock_network]
holdBufCountCts = 0
report_power, final:
| part | leakage, nW | internal (mW) | total [mW] | switching (mW) |
|---|---|---|---|---|
| clock | 0 | 0 | 0 | 0 |
| sequential | 0 | 0 | 0 | 0 |
| combinational | 1.07 | 0.501 | 0.857 | 0.356 |
| total | 1.07 | 0.501 | 0.857 | 0.356 |
path summary, 6_finish.rpt:
check | depth (start not counted) | endpoint | slack [ns]
max | 8 | HEX3[3] | -0.28
min | 3 | HEX0[0] | 0.83
kinds of logic (layout without fill, tap and decap cells):
family | Yosys count | in the layout | synth area share
buffers and inverters | 20 | 119 | 0.0999
adder cells (fa/ha/maj) | 20 | 20 | 0.266
AND/OR/NAND/NOR | 43 | 43 | 0.229
AND-OR/OR-AND | 49 | 49 | 0.361
multiplexers | 4 | 4 | 0.0439
layout make-up:
class / count / area (um2)
Fill cell: 323 / 1930
Multi-Input combinational cell: 116 / 1310
Timing Repair Buffer: 107 / 956
Inverter: 12 / 100
Tap cell: 52 / 65.1
cells in the final DEF (no fill, tap or decap), drive strengths merged, types with 2 or more instances in the layout:
cell type	instances
and2	4
mux2i	3
o32ai	6
ha	20
o21ai	12
o211ai	3
clkdlybuf4s15	3
a21oi	5
nor2b	10
nor2	16
inv	12
nand2	8
o31ai	7
clkbuf	2
or3b	3
buf	102
a22o	5
a21boi	3
a211oi	3
routing by layer:
layer,part of all wire,vias up,track usage
met5,0,-,0
li1,-,700,-
met1,0.50,645,0.138
met3,0.034,0,0.0113
met4,0,0,0
met2,0.47,21,0.172
what timing repair did:
action	4_1_cts	5_1_grt
buffers inserted	18	5
pin swaps	42	22
endpoints found under the hold margin	0	0
endpoints found under the setup margin	28	28
gates cloned	1	0
gates resized	300	29
Power is estimated from default activity; no workload was simulated.
