## flow/run.sh

```bash
#!/bin/bash
# OpenROAD 26Q1-2900-gdf79404cd8, Yosys 0.63+post, stock flow scripts
make -C /OpenROAD-flow-scripts/flow DESIGN_CONFIG=/design/flow/config.mk WORK_HOME=/design/flow/orfs finish
```

## flow/config.mk

```make
export PLATFORM = sky130hd
export DESIGN_NAME = async_receiver
export DESIGN_NICKNAME = async_receiver
export VERILOG_FILES = /design/flow/design.v
export SDC_FILE = /design/flow/constraint.sdc
export NUM_CORES = 4
export LEC_CHECK = 1
export CORE_AREA = 10 10 108 108
export DIE_AREA = 0 0 118 118
```

## flow/constraint.sdc

```tcl
current_design async_receiver

set clk_period 1.7
set clk_io_pct 0.2

create_clock -name clk0 -period $clk_period [get_ports {clk}]

set non_clock_inputs [all_inputs -no_clocks]
set_input_delay [expr $clk_period * $clk_io_pct] -clock clk0 $non_clock_inputs
set_output_delay [expr $clk_period * $clk_io_pct] -clock clk0 [all_outputs]
```

## flow/design.v

```verilog
module async_receiver(clk, RxD, RxD_data_ready, RxD_data, RxD_endofpacket, RxD_idle);
input  clk, RxD;
output RxD_data_ready;   
output [7:0] RxD_data;
parameter ClkFrequency = 25000000;  
parameter Baud = 115200; 
output RxD_endofpacket;   
output RxD_idle;   
parameter Baud8 = Baud*8;
parameter Baud8GeneratorAccWidth = 16;
wire [Baud8GeneratorAccWidth:0] Baud8GeneratorInc = ((Baud8<<(Baud8GeneratorAccWidth-7))+(ClkFrequency>>8))/(ClkFrequency>>7);
reg [Baud8GeneratorAccWidth:0] Baud8GeneratorAcc;
always @(posedge clk) Baud8GeneratorAcc <= Baud8GeneratorAcc[Baud8GeneratorAccWidth-1:0] + Baud8GeneratorInc;
wire Baud8Tick = Baud8GeneratorAcc[Baud8GeneratorAccWidth];
reg [1:0] RxD_sync_inv;
always @(posedge clk) if(Baud8Tick) RxD_sync_inv <= {RxD_sync_inv[0], ~RxD};
reg [1:0] RxD_cnt_inv;
reg RxD_bit_inv;
always @(posedge clk)
if(Baud8Tick)
begin
	if( RxD_sync_inv[1] && RxD_cnt_inv!=2'b11) RxD_cnt_inv <= RxD_cnt_inv + 2'h1;
	else 
	if(~RxD_sync_inv[1] && RxD_cnt_inv!=2'b00) RxD_cnt_inv <= RxD_cnt_inv - 2'h1;
	if(RxD_cnt_inv==2'b00) RxD_bit_inv <= 1'b0;
	else
	if(RxD_cnt_inv==2'b11) RxD_bit_inv <= 1'b1;
end
reg [3:0] state;
reg [3:0] bit_spacing;
wire next_bit = (bit_spacing==4'd11);
always @(posedge clk)
if(state==0)
	bit_spacing <= 4'b0000;
else
if(Baud8Tick)
	bit_spacing <= {bit_spacing[2:0] + 4'b0001} | {bit_spacing[3], 3'b000};
always @(posedge clk)
if(Baud8Tick)
case(state)
	4'b0000: if(RxD_bit_inv) state <= 4'b1000;   
	4'b1000: if(next_bit) state <= 4'b1001;   
	4'b1001: if(next_bit) state <= 4'b1010;   
	4'b1010: if(next_bit) state <= 4'b1011;   
	4'b1011: if(next_bit) state <= 4'b1100;   
	4'b1100: if(next_bit) state <= 4'b1101;   
	4'b1101: if(next_bit) state <= 4'b1110;   
	4'b1110: if(next_bit) state <= 4'b1111;   
	4'b1111: if(next_bit) state <= 4'b0001;   
	4'b0001: if(next_bit) state <= 4'b0000;   
	default: state <= 4'b0000;
endcase
reg [7:0]RxD_data;
always @(posedge  RxD_data_ready)  RxD_data=RxD_data_r;
reg [7:0] RxD_data_r;
always @(posedge clk)
if(Baud8Tick && next_bit && state[3]) RxD_data_r <= {~RxD_bit_inv, RxD_data_r[7:1]};
reg RxD_data_ready, RxD_data_error;
always @(posedge clk)
begin
	RxD_data_ready <= (Baud8Tick && next_bit && state==4'b0001 && ~RxD_bit_inv);   
	RxD_data_error <= (Baud8Tick && next_bit && state==4'b0001 &&  RxD_bit_inv);   
end
reg [4:0] gap_count;
always @(posedge clk) if (state!=0) gap_count<=5'h00; else if(Baud8Tick & ~gap_count[4]) gap_count <= gap_count + 5'h01;
assign RxD_idle = gap_count[4];
reg RxD_endofpacket; always @(posedge clk) RxD_endofpacket <= Baud8Tick & (gap_count==5'h0F);
endmodule
```

==> run_results.csv <==
group,metric,value,unit
power_and_ir_drop,fraction_of_power_consumed_by_sequential_logic,57.4,%
floorplanning,floorplan.initialDensity,19.3,%
clock_tree,tritoncts,"built",
global_route,number_of_antenna_violations_at_the_first_check_in_global_routing,0,
timing,timing.final.crit_share,93.6,%
synth,synth_area_leader_cell,"sky130_fd_sc_hd__dfxtp_1",
placed_design,gpl.final_weighted_congestion,0.783,
clock_tree,worstSkewPairLatency,0.29,ns
detailed_routing,m1WireLength,1270,um
detailed_routing,detailroute.wirelength.met2,924,um
placed_design,placedInstanceArea,2080,sq um
detailed_routing,detailedRoute.firstIterationViolations,37,
synth,netlist-cell-type-count,32,
power_and_ir_drop,cellLeakagePower,0.785,nW
floorplanning,dieArea,13900,sq um
clock_tree,post_cts_resize_count,0,
timing,highest_clock_frequency_the_design_can_meet,0.629,GHz
clock_tree,max_buffers_root_to_sink,2,
setup_path,crit_slowest_cell,"sky130_fd_sc_hd__clkdlybuf4s50_1",
setup_path,cp.arrival,1.25,ns
clock_tree,clock-root-buffer,"sky130_fd_sc_hd__clkbuf_8",
job,drv.max_cap_violation_count,0,
synth,post_synthesis_cells,150,
floorplanning,fp.coreArea,9280,sq um
synth,synthFlopType,"sky130_fd_sc_hd__dfxtp_1",
clock_tree,h-tree-depth,2,
placed_design,dpl.hpwl,1780,um
power_and_ir_drop,vdd.ir_drop.worst,0.262,mV
min_path,hold_start,"RxD_sync_inv[0]$_DFFE_PP_",
finish,layout.area.comb,588,sq um
clock_tree,postCtsHoldBufs,0,
timing,finalHoldViolations,0,
power_and_ir_drop,switching_power,0.317,mW
finish,stdcell_area,2190,sq um
setup_path,crit_chain,"clkdlybuf4s50_1",
setup_path,required,1.36,ns
setup_path,critical_path.startpoint_type,"flip-flop",
detailed_routing,detail_route.wirelength,2420,um
min_path,hp-class,"reg2reg",
synth,async_flop_share,0,%
setup_path,path_max_fanout,9,
timing,setup_tns,0,ns
power_and_ir_drop,power.density_cell_area,808,nW/um^2
detailed_routing,wl_per_cell,8.09,um
global_route,grt-ovfl-total,0,
timing,fin_skew,0.00460,ns
clock_tree,cts_inserted_buffers,5,
synth,synth-area-yosys,1790,sq um
synth,enable_flop_cells,17,
synth,ys_ff,49,
min_path,hold_crit_depth,0,
power_and_ir_drop,power.clock.fraction,42.4,%
timing,final_max_slew_viol_count,0,
setup_path,timing.reg2reg.worst_path_depth,4,
synth,synthesis.area_per_instance,12.0,sq um
detailed_routing,dr.max_layer_used,"met4",
finish,seqCellArea,1150,sq um
power_and_ir_drop,switch_share,17.9,%
setup_path,worstReg2RegEnd,"state[3]$_DFFE_PP_",
clock_tree,post_cts.repair.setup_buffers,0,
timing,number_of_setup_violations_in_the_final_report,0,
global_route,first_global_vias,942,
setup_path,reg2reg_from,"state[1]$_DFFE_PP_",
timing,maxSlewHeadroom,65.4,%
finish,area_overhead_vs_synth,22.0,%
setup_path,crit_type,"reg2out",
detailed_routing,detailed_route_vias_per_instance,3.37,
synth,ys_warn_count,1,
timing,untimed_endpoints,16,
floorplanning,die_h,118,um
timing,minimum_clock_period_after_layout,1.59,ns
job,openroad.warnings,26,
detailed_routing,remaining_drcs,0,
detailed_routing,detailedRoute.firstPassIterationCount,5,
power_and_ir_drop,p_int,1.45,mW
floorplanning,ioPinCount,13,
min_path,hold-path-endpoint,"RxD_sync_inv[1]$_DFFE_PP_",
setup_path,worstPathBufferInverterCount,1,
setup_path,worst_setup_path_end_kind,"output pin",
power_and_ir_drop,combinational_power_share,0.2,%
placed_design,io_buffers,12,
clock_tree,clk_pin_slew_worst_paths,0.07,ns
synth,yosys.stat.seqShare,64.2,%
synth,synth.most_common_cell,"sky130_fd_sc_hd__dfxtp_1",
synth,synth.top_cells.by_count,"sky130_fd_sc_hd__dfxtp_1 (32), sky130_fd_sc_hd__nor2_1 (18), sky130_fd_sc_hd__edfxtp_1 (17)",
finish,num-fill-cells,1014,
global_route,track_usage,3.59,%
synth,netlist_top_cells_area,"sky130_fd_sc_hd__dfxtp_1 (36%), sky130_fd_sc_hd__edfxtp_1 (28%), sky130_fd_sc_hd__xnor2_1 (5.4%)",
timing,worst-slew-pin-transition,0.514,ns
global_route,pin_count_of_the_biggest_net_entering_global_routing,13,
detailed_routing,drt.antenna.violating_nets,0,
timing,setup_repair_after_global_routing_missed_its_margin,"no",
floorplanning,die_w,118,um
global_route,global_route_wire_length_before_repair,4270,um
synth,post_synth_instance_area,1790,sq um
detailed_routing,route.antenna.diode_count,0,
setup_path,rrSetupSlack,0.33,ns
finish,layout-drive-gt1-share,7.06,%
run_status,run_status,"finished clean",
synth,portion_of_synthesized_cell_area_occupied_by_the_leading_cell_type,35.7,%
setup_path,critical_path.max_stage_delay,0.52,ns
floorplanning,num_rows,35,
detailed_routing,detailroute.wirelength.met3,187,um
synth,ys_cells,150,
detailed_routing,num_vias,1009,
timing,unclocked_regs,8,
setup_path,timing.critical_path.max_delay_family,"buffers and inverters",
[routing by layer]
metal | vias to the layer above | GRT usage [%]
li1 | 540 | -
met1 | 445 | 5.30
met2 | 20 | 4.72
met3 | 4 | 1.70
met4 | 0 | 0.541
met5 | - | 0
[how the worst max path moves through the flow]
stage | to | depth (start not counted) | slack, ns | from
global route | RxD_data_ready | 1 | 0.03 | RxD_data_ready$_DFF_P_
finish | RxD_data_ready | 1 | 0.11 | RxD_data_ready$_DFF_P_
CTS | RxD_data_ready | 1 | 0.08 | RxD_data_ready$_DFF_P_
[power by group through the flow]
stage	logic [mW]	registers (mW)	clock network, mW
after global routing	0.00291	1.02	0.830
after CTS	0.00276	1.02	0.781
final	0.00270	1.02	0.750
[area by class of cell]
class / instances / share of cell area, %
tap: 129 / 7.38
multi-input combinational: 87 / 26.9
clock inverter: 2 / 1.54
sequential: 49 / 52.6
timing repair buffer: 14 / 6.18
clock buffer: 6 / 3.32
inverter: 12 / 2.06
[through the flow]
step           power, mW  setup slack, ns  util, %  hold slack, ns  std cells
2_1_floorplan       1.04           0.0803        -           0.393        150
3_3_place_gp        1.04            0.357     22.4           0.403        291
3_5_place_dp        1.04            0.331     22.4           0.405        291
4_1_cts             1.80           0.0790     23.6           0.424        299
5_1_grt             1.85           0.0277     23.6           0.431        299
6_report            1.77            0.109     23.6           0.423        299
[registers in the layout, summed over array words and instances, names as in the netlist, 2 cells and up]
name               cells
Baud8GeneratorAcc     13
bit_spacing            4
RxD_data               8
RxD_sync_inv           2
RxD_cnt_inv            2
gap_count              5
RxD_data_r             8
state                  4
[cell families after synthesis]
kind of cell / share of synthesized area [%]
buffers and inverters: 3.00
flip-flops: 64.2
multiplexers: 1.12
adder cells (fa/ha/maj): 4.19
AND/OR/NAND/NOR: 12.0
XOR/XNOR: 9.28
AND-OR/OR-AND: 6.21
[placed cells by master (no fill, tap or decap), types with 2 or more instances in the layout]
master / netlist / routed
sky130_fd_sc_hd__clkdlybuf4s50_1: 0 / 12
sky130_fd_sc_hd__nor4_2: 2 / 2
sky130_fd_sc_hd__buf_4: 0 / 2
sky130_fd_sc_hd__mux2i_1: 2 / 2
sky130_fd_sc_hd__nand2b_1: 2 / 2
sky130_fd_sc_hd__nand3_1: 2 / 2
sky130_fd_sc_hd__nor2_1: 18 / 18
sky130_fd_sc_hd__ha_1: 6 / 6
sky130_fd_sc_hd__a21oi_1: 6 / 6
sky130_fd_sc_hd__inv_1: 12 / 12
sky130_fd_sc_hd__nand4_1: 2 / 2
sky130_fd_sc_hd__clkbuf_8: 0 / 5
sky130_fd_sc_hd__a31oi_1: 2 / 2
sky130_fd_sc_hd__edfxtp_1: 17 / 17
sky130_fd_sc_hd__dfxtp_1: 32 / 32
sky130_fd_sc_hd__xnor2_1: 11 / 11
sky130_fd_sc_hd__nand2_1: 10 / 10
sky130_fd_sc_hd__xor2_1: 8 / 8
sky130_fd_sc_hd__nor2b_1: 2 / 2
Power and IR drop assume default switching activity.
